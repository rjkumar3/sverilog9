--- flow/constraint.sdc ---
current_design Third_Level

set clk_period 9.1
set clk_io_pct 0.2

create_clock -name clk0 -period $clk_period

set non_clock_inputs [all_inputs -no_clocks]
set_input_delay [expr $clk_period * $clk_io_pct] -clock clk0 $non_clock_inputs
set_output_delay [expr $clk_period * $clk_io_pct] -clock clk0 [all_outputs]
--- flow/run.sh ---
#!/bin/bash
# OpenROAD 26Q1-2900-gdf79404cd8, Yosys 0.63+post, stock flow scripts
make -C /OpenROAD-flow-scripts/flow DESIGN_CONFIG=/design/flow/config.mk WORK_HOME=/design/flow/orfs finish
--- flow/config.mk ---
export PLATFORM = sky130hd
export DESIGN_NAME = Third_Level
export DESIGN_NICKNAME = Third_Level
export VERILOG_FILES = /design/flow/design.v
export SDC_FILE = /design/flow/constraint.sdc
export NUM_CORES = 4
export LEC_CHECK = 1
export CORE_UTILIZATION = 40
--- flow/design.v ---
`timescale 1ns/1 ps
module Adder #(parameter WIDTH = 16) (
    input wire [WIDTH-1:0] a,
    input wire [WIDTH-1:0] b,
    output wire [WIDTH:0] sum
);
    assign sum = a + b;
endmodule
`timescale 1ns/1 ps
module Multiplier #(parameter WIDTH = 8) (
    input wire [WIDTH-1:0] a,
    input wire [WIDTH-1:0] b,
    output wire [2*WIDTH-1:0] product
);
    assign product = a * b;
endmodule
`timescale 1ns/1 ps
module Second_Level #(parameter DATA_WIDTH = 8, COEFF_WIDTH = 8) (
    input wire clk,
    input wire reset,
    input wire [DATA_WIDTH-1:0] data1,
    input wire [COEFF_WIDTH-1:0] coeff1,
    input wire [DATA_WIDTH-1:0] data2,
    input wire [COEFF_WIDTH-1:0] coeff2,
    output wire [DATA_WIDTH+COEFF_WIDTH:0] result
);
    wire [DATA_WIDTH+COEFF_WIDTH-1:0] mul1_out, mul2_out;
    Multiplier #(DATA_WIDTH) mul1(data1, coeff1, mul1_out);
    Multiplier #(DATA_WIDTH) mul2(data2, coeff2, mul2_out);
    Adder #(DATA_WIDTH+COEFF_WIDTH) add(mul1_out, mul2_out, result);
endmodule
`timescale 1ns/1 ps
module Third_Level #(parameter DATA_WIDTH = 8, COEFF_WIDTH = 8) (
    input wire clk,
    input wire reset,
    input wire [DATA_WIDTH-1:0] data1,
    input wire [DATA_WIDTH-1:0] data2,
    input wire [COEFF_WIDTH-1:0] coeff1,
    input wire [COEFF_WIDTH-1:0] coeff2,
    output wire [DATA_WIDTH+COEFF_WIDTH+1:0] final_result
);
    wire [DATA_WIDTH+COEFF_WIDTH:0] level2_out1, level2_out2;
    Second_Level #(DATA_WIDTH, COEFF_WIDTH) level2a(
        clk, reset, data1, coeff1, data2, coeff2, level2_out1
    );
    Second_Level #(DATA_WIDTH, COEFF_WIDTH) level2b(
        clk, reset, data1, coeff1, data2, coeff2, level2_out2
    );
    Adder #(DATA_WIDTH+COEFF_WIDTH+1) final_adder(level2_out1, level2_out2, final_result);
endmodule
==> out/metrics.yaml <==
worst_setup_path:
  arrival_ns: 7.16
  slowest_delay_ns: 0.56
  worst_path_max_delay_cell: "fa_1"
  crit_fanout: 6
  worstSetupStartpoint: "coeff1[6]"
  critical_path_class: "in2out"
  crit_required_ns: 7.28
  critPathLaunchType: "primary input"
  crit_top_cell: "fa_1"
  crit_chain: "buf_2 > nand2_1 > fa_1 > inv_1 > fa_1 > inv_1 > fa_1 > fa_1 > fa_1 > fa_1 > inv_2 > ha_4 > a21o_1 > a31o_1 > o21a_4 > a41oi_4 > buf_6 > o21ai_2 > xor2_1 > clkdlybuf4s50_1"
  crit_path_end_kind: "output port"
timing:
  rsz0062_at_grt: "true"
  setup_viol: 0
  slew_viol_final: 0
  hold_viol_final: 0
  finalCritPeriodShare_pct: 98.7
  finalCriticalPeriod_ns: 8.98
  fmax_mhz: 111
floorplan:
  fp_util_pct: 41.8
  die_area_sq_um: 11400
  die_h_um: 107
  coreArea_sq_um: 10500
  ios: 52
  rows: 37
  die_x_um: 107
synthesis:
  synthDistinctLibCells: 29
  yosysChipArea_sq_um: 4370
  synth_area_sq_um: 4370
  synth_seq_share_pct: 0
  ys_warn_count: 0
  synth_cells: 485
  syn_avg_cell_area_sq_um: 9.01
  ys_cells: 485
grt:
  antenna_found_initial: 0
  gr-usage-all-layers_pct: 18.4
  grt_overflow: 0
  grt_pass1_vias: 3500
  grt_max_degree: 9
  grt_pass1_wl_um: 15800
place:
  dp_hpwl_um: 8130
  place_congestion: 0.890
  io_buffers: 49
detailed_routing:
  vias_per_cell: 4.65
  dr.pass1.iters: 4
  wl_um: 8970
  first_iter_violations: 122
  route.met3.wl_um: 320
  dr_wl_met2_um: 4670
  wl_per_cell_um: 12.3
  num_vias: 3380
  highest_layer: "met4"
  drcViolationCount: 0
  antenna_cells: 0
  met1_length_um: 3930
  ant_nets: 0
finish:
  utilization_pct: 53.1
  ff_count: 0
  layout-drive-gt1-share_pct: 19.6
  area_growth_pct: 27.0
  regArea_sq_um: 0
  fill_cells: 953
  clkbuf_count: 0
min_path:
  holdCritStartpoint: "data1[0]"
  hold_path_end: "final_result[1]"
  whs_path_depth: 5
  hp-class: "in2out"
job:
  warning_count: 35
  cap_violations: 0
cts:
  holdBufCountCts: 0
outcome:
  status: "finished clean"
[worst max-delay path by stage]
stage | to | slack (ns) | depth (start not counted)
4_1_cts | final_result[17] | 0.005 | 19
6_report | final_result[14] | 0.12 | 20
5_1_grt | final_result[14] | -0.05 | 20
[per-stage QoR]
stage | instance area (sq um) | setup WS (ns) | instances | setup TNS, ns | hold WS [ns]
after floorplan | 4370 | 0.689 | 485 | 0 | 3.83
after global placement | 5430 | -0.467 | 723 | -3.37 | 4.97
after detailed placement | 5430 | -0.478 | 723 | -3.64 | 4.97
after CTS | 5530 | 0.00532 | 724 | 0 | 4.72
after global routing | 5550 | -0.0518 | 727 | -0.0518 | 4.63
final | 5550 | 0.122 | 727 | 0 | 4.56
[critical path: cells and delay by family]
| family | cells | cell delay (ns) |
|---|---|---|
| buffers and inverters | 6 | 0.89 |
| AND/OR/NAND/NOR | 1 | 0.09 |
| AND-OR/OR-AND | 5 | 0.91 |
| adder cells (fa/ha/maj) | 7 | 3.31 |
| XOR/XNOR | 1 | 0.13 |
[per-layer routing]
layer  up-vias  GRT usage [%]
met3         2           1.63
met1      1669           27.3
met5         -              0
li1       1647              -
met4         0          0.685
met2        62           32.1
[logic make-up after synthesis]
kind of cell | after synthesis | synth area share (%)
XOR/XNOR | 13 | 2.60
adder cells (fa/ha/maj) | 162 | 63.0
AND/OR/NAND/NOR | 148 | 18.0
buffers and inverters | 137 | 11.8
other | 1 | 0.0858
AND-OR/OR-AND | 24 | 4.44
[synthesized netlist by cell type]
| cell type | number | area (sq um) |
|---|---|---|
| inv_1 | 136 | 510 |
| fa_1 | 97 | 1940 |
| and2_1 | 84 | 526 |
| ha_1 | 65 | 813 |
| nand2_1 | 48 | 180 |
| a21oi_1 | 8 | 40.0 |
| xnor2_1 | 8 | 70.1 |
| nor2_1 | 5 | 18.8 |
| xor2_1 | 5 | 43.8 |
| nand3_1 | 4 | 20.0 |
| a21o_1 | 3 | 22.5 |
| a211oi_1 | 2 | 15.0 |
| nor2b_1 | 2 | 12.5 |
| nor3_1 | 2 | 10.0 |
| o21ai_1 | 2 | 10.0 |
| a221oi_2 | 1 | 15.0 |
| a31o_1 | 1 | 8.76 |
| a31oi_1 | 1 | 6.26 |
| a41oi_4 | 1 | 27.5 |
| and3_1 | 1 | 6.26 |
| and3_2 | 1 | 7.51 |
| buf_4 | 1 | 7.51 |
| conb_1 | 1 | 3.75 |
| nand4_1 | 1 | 6.26 |
| o21a_1 | 1 | 7.51 |
| o21a_4 | 1 | 15.0 |
| o21ai_0 | 1 | 5.00 |
| o221ai_1 | 1 | 8.76 |
| o31ai_2 | 1 | 12.5 |
[final cells by class]
cell class                      count  area, sq um  area share, %
Inverter                          136          510           9.19
Timing Repair Buffer              107          875           15.8
Multi-Input combinational cell    348         4000           72.0
Tap cell                          136          170           3.06
[what timing repair did]
item	4_1_cts	5_1_grt
gates resized	68	57
setup endpoints to repair	10	8
buffers inserted	1	4
pin swaps	31	41
[cells in the final DEF (no fill, tap or decap), types with 5 or more instances in the layout]
cell type        instances
fa_2                     7
clkbuf_2                16
xnor2_1                  7
fa_1                    90
xor2_1                   5
clkdlybuf4s50_1         13
dlymetal6s2s_1           6
ha_1                    60
inv_1                  134
buf_6                   11
and2_4                   6
and2_1                  78
dlygate4sd2_1           10
buf_4                   47
nand2_1                 47
